--- ./run.sh ---
#!/bin/bash
# OpenROAD 26Q1-2900-gdf79404cd8, Yosys 0.63+post, stock flow scripts
make -C /OpenROAD-flow-scripts/flow DESIGN_CONFIG=/design/flow/config.mk WORK_HOME=/design/flow/orfs finish
--- ./config.mk ---
export PLATFORM = sky130hd
export DESIGN_NAME = vga_controller
export DESIGN_NICKNAME = vga_controller
export VERILOG_FILES = /design/flow/design.v
export SDC_FILE = /design/flow/constraint.sdc
export NUM_CORES = 4
export LEC_CHECK = 1
export CORE_UTILIZATION = 30
--- ./constraint.sdc ---
current_design vga_controller

set clk_period 4.1
set clk_io_pct 0.2

create_clock -name clk0 -period $clk_period [get_ports {vga_clock}]

set non_clock_inputs [all_inputs -no_clocks]
set_input_delay [expr $clk_period * $clk_io_pct] -clock clk0 $non_clock_inputs
set_output_delay [expr $clk_period * $clk_io_pct] -clock clk0 [all_outputs]
--- ./design.v ---
module vga_address_translator(x, y, mem_address);
	parameter RESOLUTION = "320x240";
	input [((RESOLUTION == "320x240") ? (8) : (7)):0] x; 
	input [((RESOLUTION == "320x240") ? (7) : (6)):0] y;	
	output reg [((RESOLUTION == "320x240") ? (16) : (14)):0] mem_address;
	wire [16:0] res_320x240 = ({1'b0, y, 8'd0} + {1'b0, y, 6'd0} + {1'b0, x});
	wire [15:0] res_160x120 = ({1'b0, y, 7'd0} + {1'b0, y, 5'd0} + {1'b0, x});
	always @(*)
	begin
		if (RESOLUTION == "320x240")
			mem_address = res_320x240;
		else
			mem_address = res_160x120[14:0];
	end
endmodule
module vga_controller(	vga_clock, resetn, pixel_colour, memory_address, 
		VGA_R, VGA_G, VGA_B,
		VGA_HS, VGA_VS, VGA_BLANK,
		VGA_SYNC, VGA_CLK);
	parameter BITS_PER_COLOUR_CHANNEL = 1;
	parameter MONOCHROME = "FALSE";
	parameter RESOLUTION = "320x240";
	parameter C_VERT_NUM_PIXELS  = 10'd480;
	parameter C_VERT_SYNC_START  = 10'd493;
	parameter C_VERT_SYNC_END    = 10'd494;  
	parameter C_VERT_TOTAL_COUNT = 10'd525;
	parameter C_HORZ_NUM_PIXELS  = 10'd640;
	parameter C_HORZ_SYNC_START  = 10'd659;
	parameter C_HORZ_SYNC_END    = 10'd754;  
	parameter C_HORZ_TOTAL_COUNT = 10'd800;	
	input vga_clock, resetn;
	input [((MONOCHROME == "TRUE") ? (0) : (BITS_PER_COLOUR_CHANNEL*3-1)):0] pixel_colour;
	output [((RESOLUTION == "320x240") ? (16) : (14)):0] memory_address;
	output reg [9:0] VGA_R;
	output reg [9:0] VGA_G;
	output reg [9:0] VGA_B;
	output reg VGA_HS;
	output reg VGA_VS;
	output reg VGA_BLANK;
	output VGA_SYNC, VGA_CLK;
	reg VGA_HS1;
	reg VGA_VS1;
	reg VGA_BLANK1; 
	reg [9:0] xCounter, yCounter;
	wire xCounter_clear;
	wire yCounter_clear;
	wire vcc;
	reg [((RESOLUTION == "320x240") ? (8) : (7)):0] x; 
	reg [((RESOLUTION == "320x240") ? (7) : (6)):0] y;	
	assign vcc =1'b1;
	always @(posedge vga_clock or negedge resetn)
	begin
		if (!resetn)
			xCounter <= 10'd0;
		else if (xCounter_clear)
			xCounter <= 10'd0;
		else
		begin
			xCounter <= xCounter + 1'b1;
		end
	end
	assign xCounter_clear = (xCounter == (C_HORZ_TOTAL_COUNT-1));
	always @(posedge vga_clock or negedge resetn)
	begin
		if (!resetn)
			yCounter <= 10'd0;
		else if (xCounter_clear && yCounter_clear)
			yCounter <= 10'd0;
		else if (xCounter_clear)		 
			yCounter <= yCounter + 1'b1;
	end
	assign yCounter_clear = (yCounter == (C_VERT_TOTAL_COUNT-1)); 
	always @(*)
	begin
		if (RESOLUTION == "320x240")
		begin
			x = xCounter[9:1];
			y = yCounter[8:1];
		end
		else
		begin
			x = xCounter[9:2];
			y = yCounter[8:2];
		end
	end
	vga_address_translator controller_translator(
					.x(x), .y(y), .mem_address(memory_address) );
		defparam controller_translator.RESOLUTION = RESOLUTION;
	always @(posedge vga_clock)
	begin
		VGA_HS1 <= ~((xCounter >= C_HORZ_SYNC_START) && (xCounter <= C_HORZ_SYNC_END));
		VGA_VS1 <= ~((yCounter >= C_VERT_SYNC_START) && (yCounter <= C_VERT_SYNC_END));
		VGA_BLANK1 <= ((xCounter < C_HORZ_NUM_PIXELS) && (yCounter < C_VERT_NUM_PIXELS));	
		VGA_HS <= VGA_HS1;
		VGA_VS <= VGA_VS1;
		VGA_BLANK <= VGA_BLANK1;	
	end
	assign VGA_SYNC = vcc;
	assign VGA_CLK = vga_clock;
	integer index;
	integer sub_index;
	always @(pixel_colour)
	begin		
		VGA_R <= 'b0;
		VGA_G <= 'b0;
		VGA_B <= 'b0;
		if (MONOCHROME == "FALSE")
		begin
			for (index = 10-BITS_PER_COLOUR_CHANNEL; index >= 0; index = index - BITS_PER_COLOUR_CHANNEL)
			begin
				for (sub_index = BITS_PER_COLOUR_CHANNEL - 1; sub_index >= 0; sub_index = sub_index - 1)
				begin
					VGA_R[sub_index+index] <= pixel_colour[sub_index + BITS_PER_COLOUR_CHANNEL*2];
					VGA_G[sub_index+index] <= pixel_colour[sub_index + BITS_PER_COLOUR_CHANNEL];
					VGA_B[sub_index+index] <= pixel_colour[sub_index];
				end
			end	
		end
		else
		begin
			for (index = 0; index < 10; index = index + 1)
			begin
				VGA_R[index] <= pixel_colour[0:0];
				VGA_G[index] <= pixel_colour[0:0];
				VGA_B[index] <= pixel_colour[0:0];
			end	
		end
	end
endmodule
==> flow_metrics.py <==
# Metrics from the implementation run
metrics = {
    "floorplanning": {
        "die_area_um2": 6950,
        "pin_count": 57,
        "die_x_um": 83.4,
        "num_rows": 29,
        "initCoreUtil_pct": 31.1,
        "core_area_um2": 6390,
        "die_y_um": 83.4,
    },
    "layout": {
        "final_cells": 278,
        "flop_area_um2": 622,
        "fill_cells": 637,
        "logic_area_um2": 1040,
        "area_growth_syn_to_layout_pct": 8.88,
        "fin_util_pct": 33.9,
        "layout-drive-gt1-share_pct": 9.45,
    },
    "placed_design": {
        "gp_congestion": 0.813,
        "dp_cells": 270,
        "dpl.hpwl_mm": 2.40,
        "port-buffer-count": 22,
    },
    "run": {
        "warning_count": 31,
        "max-cap-violations": 0,
    },
    "worst_setup_path": {
        "cp-start-kind": "flip-flop",
        "cp-end-kind": "output port",
        "crit_chain": "inv_1, fa_1, inv_1, fa_2, a211oi_4, nor2_2, o31ai_2, xnor2_1, clkdlybuf4s50_1",
        "cp_max_fo": 5,
        "worst-setup-path-type": "flip-flop to output port",
        "crit_path_top_delay_cell": "fa_1",
        "cp.arrival_ns": 3.07,
        "worst_path_most_repeated_cell": "inv_1",
        "required_ns": 3.28,
        "slowest_delay_ns": 0.55,
    },
    "synthesis": {
        "synth-adder-area-share_pct": 15.9,
        "syn_avg_cell_area_um2": 9.46,
        "syn_area_um2": 1990,
        "synth-main-ff-cell": "dfrtp_1",
        "synthTopLogicFamily": "buffers and inverters",
        "synth_cells": 210,
        "ys_sh_aoi_pct": 12.0,
        "yosysTopAreaCellShare_pct": 25.2,
        "synthMuxAreaShare_pct": 1.07,
        "ys_sh_simple_pct": 15.2,
        "yosys.area_share.xor_xnor_pct": 6.61,
        "top_area_cell": "dfrtp_1",
        "ys_cells": 210,
        "ys_async_sr_fraction_pct": 76.9,
        "postSynthSeqShare_pct": 31.2,
        "ys_area_um2": 1990,
        "synth_cell_types": 40,
        "yosysWarnings": 2,
        "top_cells_by_area": "dfrtp_1 25%, buf_4 15%, ha_1 14%, dfxtp_1 6.0%, xnor2_1 4.4%",
        "synth_flops": 26,
        "synth-edff-count": 0,
    },
    "global_routing": {
        "grt_max_degree": 21,
        "grt_pass1_vias": 1263,
        "grt_antenna_before_repair": 0,
        "grt_pass1_wl_mm": 6.02,
        "grt_overflow_total": 0,
        "grt.total_usage_pct": 10.8,
    },
    "detailed_routing": {
        "drt_first_pass_iters": 4,
        "diodes": 0,
        "wl_per_cell_um": 12.5,
        "drt_iter0_markers": 90,
        "drc": 0,
        "antenna_left": 0,
        "totalWireLength_mm": 3.47,
        "num_vias": 1355,
        "post_drt_via_cell_ratio": 4.87,
    },
    "worst_hold_path": {
        "hp-class": "flip-flop to flip-flop",
    },
    "sta": {
        "rsz0062_at_grt": "false",
        "fin_setup_tns_ns": 0,
        "maxSlewViolCount": 0,
        "report.final.hold_viol_count": 0,
        "skew_ns": 0.00278,
        "fin_crit_sh_pct": 94.8,
        "period_minus_slack_ns": 3.89,
        "finalSetupViolCount": 0,
        "max_freq_mhz": 257,
    },
    "pwr": {
        "p_leak_nw": 0.984,
        "p_per_area_nw_per_um2": 260,
        "peakVddDrop_uv": 177,
    },
    "clock_network": {
        "clk_latency_ns": 0.37,
        "cts_tree": "done",
        "clk_pin_slew_ns": 0.09,
    },
    "outcome": {
        "status": "finished clean",
    },
}
[layer usage]
metal,GRT usage [%],up-vias,part of all wire [%]
met5,0,-,0
met4,2.82,0,1.6
met3,3.13,7,6.1
met2,15.4,22,44
met1,16.3,650,48
li1,-,676,-
[synth_stat cells, drive strengths merged, types with 2 or more instances]
library cell / instances
nand3: 10
ha: 22
dfrtp: 20
o21bai: 3
nand4: 8
and4: 2
nand2: 5
inv: 12
a21oi: 7
and3: 5
fa: 2
o31ai: 3
xor2: 5
buf: 41
a211oi: 5
nor4: 2
dfxtp: 6
xnor2: 10
a21boi: 2
o21ai: 10
nor3: 2
nor2: 11
a21o: 2
nand2b: 2
[flip-flops by register name (all words and copies together) (netlist names)]
signal and flops:
xCounter 10, yCounter 10, VGA_BLANK 1, VGA_BLANK1 1, VGA_HS 1, VGA_HS1 1, VGA_VS 1, VGA_VS1 1
[timing repair]
action / CTS / global route
pin swaps: 1 / 3
resized: 2 / 6
setup endpoints to repair: 2 / 4
buffers inserted: 0 / 1
hold buffers: 0 / 0
[path summary, 6_finish.rpt]
kind,startpoint,endpoint,slack [ns],cells after the start
hold / removal,VGA_HS1,VGA_HS,0.33,0
hold reg to reg,VGA_HS1,VGA_HS,0.33,0
setup reg to reg,xCounter[1],yCounter[4],1.89,6
setup / recovery,yCounter[1],memory_address[15],0.21,9
max in group asynchronous,resetn,yCounter[1],3.09,2
min in group asynchronous,resetn,xCounter[4],0.78,2
[placed cells by master (no fill, tap or decap), types with 2 or more instances in the layout]
cell type,n
nand2_1,5
clkdlybuf4s50_1,22
and4_1,2
nand4_1,8
nor2_1,10
buf_4,3
a21boi_0,2
xor2_1,5
o21bai_1,3
o31ai_2,2
a21o_1,2
a211oi_1,3
and3_1,5
nand2b_1,2
inv_1,12
dfrtp_1,19
xnor2_1,10
clkbuf_8,6
nor3_1,2
nand3_1,10
ha_1,22
a21oi_1,7
o21ai_0,10
dfxtp_1,6
[where the power goes]
| part | internal (W) | leakage [nW] | switching, W |
|---|---|---|---|
| Clock | 0.000208 | 0.0612 | 0.0000931 |
| Combinational | 0.00000146 | 0.606 | 0.00000394 |
| Sequential | 0.000255 | 0.317 | 0 |
[critical path, delay by kind of cell (launching register included)]
kind,cells,cell delay [ns]
compound gates,2,0.47
fa+ha+maj,2,0.96
buf+inv,3,0.65
xor+xnor,1,0.14
simple gates,1,0.08
flops,1,0.40
[metrics by stage]
stage	area, um2	hold WS [ns]	total power (W)	setup WS [ns]
6_report	2160	0.330	0.000562	0.213
5_1_grt	2160	0.341	0.000592	0.00200
4_1_cts	2130	0.332	0.000575	0.00331
3_5_place_dp	2010	0.312	0.000282	0.252
3_3_place_gp	2010	0.313	0.000282	0.303
2_1_floorplan	1990	0.310	0.000290	0.939
[cell type report]
type	count	area share, %
Clock inverter	1	1.39
Multi-Input combinational cell	131	48.3
Timing Repair Buffer	24	10.8
Inverter	12	2.08
Sequential cell	26	28.7
Tap cell	77	4.45
Clock buffer	7	4.28
[logic make-up after synthesis]
group | Yosys count
buffers and inverters | 53
AND-OR/OR-AND | 37
AND/OR/NAND/NOR | 52
other | 1
XOR/XNOR | 15
multiplexers | 2
flip-flops | 26
adder cells (fa/ha/maj) | 24
Power is estimated from default activity; no workload was simulated.
