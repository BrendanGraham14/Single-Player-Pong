$ cat run.sh
#!/bin/bash
# OpenROAD 26Q1-2900-gdf79404cd8, Yosys 0.63+post, stock flow scripts
make -C /OpenROAD-flow-scripts/flow DESIGN_CONFIG=/design/flow/config.mk WORK_HOME=/design/flow/orfs finish
$ cat config.mk
export PLATFORM = sky130hd
export DESIGN_NAME = paddle
export DESIGN_NICKNAME = paddle
export VERILOG_FILES = /design/flow/design.v
export SDC_FILE = /design/flow/constraint.sdc
export NUM_CORES = 4
export LEC_CHECK = 1
export CORE_UTILIZATION = 40
$ cat constraint.sdc
current_design paddle

set clk_period 4.2
set clk_io_pct 0.2

create_clock -name clk0 -period $clk_period [get_ports {clock}]

set non_clock_inputs [all_inputs -no_clocks]
set_input_delay [expr $clk_period * $clk_io_pct] -clock clk0 $non_clock_inputs
set_output_delay [expr $clk_period * $clk_io_pct] -clock clk0 [all_outputs]
$ cat design.v
module paddle(keyLeft, keyRight, gameOver, paddleX, paddleY, ballY, colour, clock, slowreset);
	input [6:0] ballY; 
	input 				keyLeft, keyRight, clock, slowreset; 
	output reg [7:0]  paddleX;
	output reg [6:0] 	paddleY; 
	input					gameOver; 
	output reg [2:0] 	colour; 
	parameter [2:0] 	idleOn = 3'b000, idleOff = 3'b011, R = 3'b010, L = 3'b001, initialState = 3'b111;
	reg [2:0] 			currState;
	reg [2:0] 			nextPaddleState;
	reg [7:0]			inPadX;
	wire [7:0]			paddleXw; 
	wire [4:0]			countWire;
	reg [1:0]			keys;
	wire					clock1s;
	wire [25:0]			slowCounter;
	wire [7:0] 			bottomErase; 
	counter BrendansCounter(  
		.clock(clock), 
		.count(countWire[4:0]), 
		.reset(slowreset)
	);
	slowClock BGsclock(  
		.clock(clock), 
		.tick(clock1s),
		.resetn(slowreset),
		.counter(slowCounter[25:0])
	);
	paddleXReg BrendansReg (
		.d(inPadX[7:0]), 
		.q(paddleXw[7:0]), 
		.clk(clock), 
		.resetn(slowreset)
	);
	bottomEraseCounter eraseC(
		.clock(clock), 
		.count(bottomErase[7:0]),
		.resetn(slowreset) 
	);
	always @ (posedge clock) begin  
		paddleY[6:0] = 7'd119;  
			case (currState[2:0])
				idleOff: begin
						if ((keyRight == 0) && (paddleXw[7:0] < 103))
							nextPaddleState[2:0] = R;
						else if ((keyLeft == 0) && (paddleXw[7:0] > 15))
							nextPaddleState[2:0] = L;
						else
							nextPaddleState[2:0] = idleOff;			
					end
					L: begin
						if(paddleXw[7:0] < 15)
							nextPaddleState[2:0] = idleOff; 
						else if (keyRight == 0)
							nextPaddleState[2:0] = idleOn;
						else if (keyLeft == 1)
							nextPaddleState[2:0] = idleOff;
						else 
							nextPaddleState[2:0] = L;							
					end
					R: begin
						if(paddleXw[7:0] > 103)
							nextPaddleState[2:0] = idleOff; 
						else if (keyLeft == 0)
							nextPaddleState[2:0] = idleOn;
						else if (keyRight == 1)
							nextPaddleState[2:0] = idleOff;
						else 
							nextPaddleState[2:0] = R;
					end
					idleOn: begin
						if ((keyLeft == 1) && (paddleXw[7:0] < 103))
							nextPaddleState[2:0] = R;						
						else if((keyRight == 1) && (paddleXw[7:0] > 15))
							nextPaddleState[2:0] = L;						
						else
							nextPaddleState[2:0] = idleOn;	
					end
					initialState: begin
						nextPaddleState[2:0] = idleOff; 
					end
					default: begin
						nextPaddleState[2:0] = initialState; 
					end
				endcase
		end		
	always @ (posedge clock) begin 
		if(slowreset == 0) 
			currState[2:0] <= initialState; 
		else if((gameOver == 1) && ((ballY[6:0] > 7'd115)))
			currState[2:0] <= initialState;
		else
			currState[2:0] <= nextPaddleState[2:0]; 
	end
	always @ (posedge clock) begin  
		if(slowreset == 0) 
			colour[2:0] <= 3'b000; 
		else begin
			case (currState[2:0])	
				L: begin
					if(slowCounter[25:0] < 2000) begin
						colour[2:0] <= 3'b000;
						paddleX[7:0] <= bottomErase[7:0];
					end
					else begin
						colour[2:0] <= 3'b111;
						paddleX[7:0] <= paddleXw[7:0] + countWire[4:0];
					end
				end
				R: begin
					if(slowCounter[25:0] < 2000) begin
						colour[2:0] <= 3'b000;
						paddleX[7:0] <= bottomErase[7:0]; 
					end
					else begin
						colour[2:0] <= 3'b111;
						paddleX[7:0] <= paddleXw[7:0] + countWire[4:0];
					end
				end	
				idleOff: begin
					if(slowCounter[25:0] < 2000) begin
						colour[2:0] <= 3'b000;
						paddleX[7:0] <= bottomErase[7:0]; 
					end
					else begin
						colour[2:0] <= 3'b111;
						paddleX[7:0] <= paddleXw[7:0] + countWire[4:0];
					end
				end
				idleOn: begin
					if(slowCounter[25:0] < 2000) begin
						colour[2:0] <= 3'b000;
						paddleX[7:0] <= bottomErase[7:0]; 
					end
					else begin
						colour[2:0] <= 3'b111;
						paddleX[7:0] <= paddleXw[7:0] + countWire[4:0];
					end
				end
				initialState: begin
					if(slowCounter[25:0] < 2000) begin
						colour[2:0] <= 3'b000;
						paddleX[7:0] <= bottomErase[7:0];
					end
					else begin
						colour[2:0] <= 3'b111;
						paddleX[7:0] <= paddleXw[7:0] + countWire[4:0];
					end
				end
				default: begin
					colour[2:0] <= 3'b000; 
					paddleX[7:0] <= bottomErase[7:0];
				end
			endcase
		end	
	end	
	always @ (posedge clock1s) begin
		case(currState[2:0])
			idleOff: begin						
				inPadX[7:0] = paddleXw[7:0]; 
			end
			idleOn: begin			
				inPadX[7:0] = paddleXw[7:0]; 
			end			
			L: begin		
				inPadX[7:0] = paddleXw[7:0] - 1;				
			end
			R: begin		
				inPadX[7:0] = paddleXw[7:0] + 1; 
			end
			initialState: begin
				inPadX[7:0] = 8'd60; 
			end
			default:
				inPadX[7:0] = paddleXw[7:0]; 
		endcase
	end
endmodule
module paddleXReg(d, q, clk, resetn); 
	input clk, resetn;
	input [7:0] d;
	output reg [7:0] q;
	always@(posedge clk, negedge resetn) begin
		if(resetn == 0)
			q[7:0] <= 53;
		else
			q[7:0] <= d[7:0];
	end
endmodule
module counter(clock, count, reset);  
	input 					clock, reset;
	output reg [4:0] 		count;
	always @ (posedge clock) begin
		if (reset == 0)
			count[4:0] <= 24;  
		else if (count[4:0] == 0)
			count[4:0] <= 24;  
		else
			count[4:0] <= count[4:0] - 1'b1;  
	end
endmodule 
module bottomEraseCounter(clock, count, resetn);  
	input 					clock, resetn;
	output reg [7:0] 		count;
	always @ (posedge clock) begin
		if (resetn == 0)
			count[7:0] <= 8'd129;  
		else if (count[7:0] == 14)
			count[7:0] <= 129;  
		else
			count[7:0] <= count[7:0] - 1'b1;  
	end
endmodule 
module slowClock(clock, tick, resetn, counter);
	input clock;
	input resetn; 
	output tick;
	output reg [25:0] counter; 
	always @(posedge clock, negedge resetn) begin
		if(resetn == 1'b0)
			counter[25:0] <= 26'd0; 
		else begin
			if(counter[25:0] == 26'd1250000)   
				counter[25:0] <= 0; 
			else
				counter[25:0] <= counter[25:0] + 1'b1;
		end
	end
	assign tick = (counter[25:0] == 26'd1250000) ? 1:0 ;
endmodule 
==> results.sh <==
# flow metrics
export IMPL_status="finished clean"
export IMPL_n_antenna_cell=0
export IMPL_start_kind="flop"
export IMPL_rsz0062_at_grt="false"
export IMPL_num_vias=2795
export IMPL_cts_resized=0
export IMPL_criticalPathCategory="reg2reg"
export IMPL_drtIter0Drc=83
export IMPL_endpoint_kind="flop"
export IMPL_cts_hold_buffers=0
export IMPL_final_common_cell="nor2_1"
export IMPL_ant_nets=0
export IMPL_placed_area_sq_um=4020
export IMPL_syn_cell_area_sq_um=3760
export IMPL_critical_path_peak_fanout=11
export IMPL_syn_inst=398
export IMPL_numCtsBuffers=9
export IMPL_post_route_util_pct=48.2
export IMPL_grt_first_pass_wirelength_um=11900
export IMPL_final_setup_tns_ps=0
export IMPL_async_flop_share_pct=48.6
export IMPL_min_period_ps=2250
export IMPL_synth_flops=70
export IMPL_finalSetupViolations=0
export IMPL_fmax_mhz=444
export IMPL_p_total_mw=1.52
export IMPL_die_area_sq_um=9780
export IMPL_power_density_nw_per_um2=355
export IMPL_htreeDepth=3
export IMPL_crit_slowest_cell="nor4_2"
export IMPL_drive_above_1_share_pct=8.27
export IMPL_irDropWorstVdd_mv=0.326
export IMPL_edf_count=8
export IMPL_grt_start_max_net_pins=45
export IMPL_unclocked_regs=8
export IMPL_drt_first_pass_iters=4
export IMPL_place_hpwl_um=4990
export IMPL_vias_per_cell=5.26
export IMPL_cts_tree="built"
export IMPL_final_max_slew_viol_count=0
export IMPL_grt_pass1_vias=2537
export IMPL_warnings=29
export IMPL_cellLeakagePower_nw=1.75
export IMPL_cpPeakStageDelay_ps=810
export IMPL_io_buffers=20
export IMPL_wl_um=7090
export IMPL_wire_per_inst_um=13.4
export IMPL_ys_flop_type="dfrtp_1"
export IMPL_clockRootBuffer="clkbuf_8"
export IMPL_relSlewSlack_pct=43.0
export IMPL_yosysSeqAreaShare_pct=44.1
export IMPL_rows=34
export IMPL_clock_path_buffers=2
export IMPL_die_h_um=98.9
export IMPL_synth_cell_types=60
export IMPL_synth_avg_cell_area_sq_um=9.44
export IMPL_tightestPinTransition_ps=848
export IMPL_grt_overflow=0
export IMPL_final_cell_mix="nor2_1, o21ai_0, dfrtp_1"
export IMPL_min_path_type="in2async"
export IMPL_drc=0
export IMPL_untimed_endpoints=16
export IMPL_stdcell_area_sq_um=4290
export IMPL_area_growth_pct=14.1
export IMPL_die_w_um=98.9
export IMPL_antenna_found_initial=0
export IMPL_timing_critical_path_arrival_ps=2480
export IMPL_finalClockSkew_ps=10.1
export IMPL_fp_util_pct=42.2
export IMPL_gp_congestion=0.842
export IMPL_ys_cells=398
export IMPL_synth_chip_area_sq_um=3760
export IMPL_crit_chain="nor4_1 > nand3_1 > nor4_2 > buf_4 > nor2_1"
export IMPL_cap_violations=0
export IMPL_grt_usage_pct=15.5
export IMPL_fin_crit_sh_pct=53.6
export IMPL_core_area_sq_um=8890
export IMPL_yosysWarnings=5
export IMPL_insertion_delay_ps=340
export IMPL_postCtsSetupRepairBufs=0
export IMPL_hold_slack_ps=316
export IMPL_io_pins=30
export IMPL_cp_required_ps=4430
export IMPL_clk_pin_slew_ps=80
export IMPL_finalHoldViolations=0
==> report_power, final <==
group          internal (mW)  total (mW)  switching (mW)
sequential             0.636       0.664          0.0289
clock                  0.457       0.704           0.247
combinational         0.0764       0.152          0.0759
==> flip-flops by register name, indices dropped and copies added (netlist names) <==
register,flops
paddleX,8
currState,3
BrendansReg.q,8
colour,1
inPadX,8
BGsclock.counter,26
eraseC.count,8
nextPaddleState,3
BrendansCounter.count,5
==> worst max-delay path, delay by kind of cell, from the launching register on <==
| family | cells | cell delay [ps] |
|---|---|---|
| AND/OR/NAND/NOR | 4 | 1410 |
| flip-flops | 1 | 420 |
| buffers and inverters | 1 | 320 |
==> metal layers <==
layer / wire, um / global-route usage, % / part of all wire (%) / up-vias
met3: 299 / 3.97 / 4.2 / 4
li1: - / - / - / 1444
met5: 0 / 0 / 0 / -
met2: 3200 / 23.6 / 45 / 49
met1: 3530 / 23.8 / 50 / 1298
met4: 61 / 1.95 / 0.86 / 0
==> cells by family (layout without fill, tap and decap cells) <==
family	count (synthesis)	in the layout	synth area share, %
multiplexers	3	3	0.833
other	2	7	0.200
flip-flops	70	70	44.1
AND-OR/OR-AND	78	78	13.2
XOR/XNOR	32	32	7.46
AND/OR/NAND/NOR	161	161	23.2
adder cells (fa/ha/maj)	18	18	6.40
buffers and inverters	34	54	4.66
==> per-stage QoR <==
stage                     instances  setup WS, ps
after detailed placement        515          1940
after global placement          515          1920
after floorplan                 403          2210
after global routing            531          1760
after CTS                       531          1910
final                           531          1950
==> Yosys cell counts, drive strengths merged, types with 8 or more instances <==
| cell | count | area (sq um) |
|---|---|---|
| nand2 | 27 | 101 |
| ha | 16 | 200 |
| o21ai | 32 | 160 |
| dfrtp | 30 | 751 |
| nor3 | 10 | 66.3 |
| a21oi | 15 | 75.1 |
| edfxtp | 8 | 240 |
| dfxtp | 28 | 561 |
| nor4 | 9 | 56.3 |
| buf | 12 | 91.3 |
| inv | 15 | 56.3 |
| or3 | 9 | 56.3 |
| xnor2 | 21 | 184 |
| nand2b | 11 | 68.8 |
| xor2 | 11 | 96.3 |
| nand3 | 22 | 110 |
| nor2 | 35 | 131 |
==> final cells by class <==
cell class / instances / area (sq um)
Fill cell: 800 / 4610
Multi-Input combinational cell: 299 / 1950
Sequential cell: 70 / 1660
Timing Repair Buffer: 23 / 218
Clock inverter: 7 / 146
Tap cell: 108 / 135
Clock buffer: 9 / 124
Inverter: 15 / 56.3
==> final timing paths <==
kind	from	endpoint	slack (ps)	depth (start not counted)
max in group asynchronous	slowreset	BGsclock.counter[8]	3100	2
min in group clk0	nextPaddleState[2]	currState[2]	410	1
worst min-delay path	slowreset	BrendansReg.q[7]	320	1
worst min register to register	nextPaddleState[2]	currState[2]	410	1
worst max register to register	BGsclock.counter[15]	BGsclock.counter[4]	1950	5
worst max-delay path	BGsclock.counter[15]	BGsclock.counter[4]	1950	5
